**flow/constraint.sdc**
```tcl
current_design input_controller

set clk_period 3.3
set clk_io_pct 0.2

create_clock -name clk0 -period $clk_period [get_ports {clk}]

set non_clock_inputs [all_inputs -no_clocks]
set_input_delay [expr $clk_period * $clk_io_pct] -clock clk0 $non_clock_inputs
set_output_delay [expr $clk_period * $clk_io_pct] -clock clk0 [all_outputs]
```
**flow/design.v**
```verilog
`timescale 1ns / 1ps
module input_controller(
    input si,
	 input clk,
	 input reset,
    output reg ri,  
    input [63:0] di,
	 output reg [63:0] output_1, 
	 output reg [63:0] output_2,
	 input polarity,
	 input grant_arbiter_1,
	 input grant_arbiter_2
    );
reg [63:0] input_buffer_for_odd_packets;
reg [63:0] input_buffer_for_even_packets;
reg [2:0] state,next_state;
parameter idle = 3'b000;
parameter odd_clock_injection_to_even_input_buffer = 3'b001;
parameter contention_at_either_input_or_pe_arbiters_for_input_even_buffer = 3'b010;  
parameter transfer_to_pe_out_even_buffer = 3'b011;
parameter transfer_to_even_output_buffer = 3'b100;
parameter transfer_to_odd_output_buffer = 3'b101;
parameter transfer_to_pe_out_odd_buffer = 3'b110;
parameter contention_at_either_input_or_pe_arbiters_for_input_odd_buffer = 3'b111;
	always @(posedge clk) begin
		if (reset) begin
			state <= idle;
		end
		else begin
			state <= next_state;
		end	
	end
	always @(*) begin  
		case (state)
			idle: begin
				if (si== 1 && polarity == 1 && grant_arbiter_1 == 1) 
					next_state =  odd_clock_injection_to_even_input_buffer;
				else if (si ==1 && polarity == 0 && grant_arbiter_1 == 1)
					next_state =  transfer_to_pe_out_even_buffer;
				else
					next_state = state;
			end		
			odd_clock_injection_to_even_input_buffer: begin
				if ( input_buffer_for_even_packets[48] != 0 && grant_arbiter_1 == 1 && polarity == 0 && si) begin
						input_buffer_for_even_packets[55:48] = input_buffer_for_even_packets[55:48]>>1;  
						next_state = transfer_to_even_output_buffer;
						end
				else if ( input_buffer_for_even_packets[48] == 0 && grant_arbiter_2 == 1 && polarity == 0 && si) begin
						next_state = transfer_to_pe_out_even_buffer;
						end
				else if ((grant_arbiter_1 == 0 && input_buffer_for_even_packets[48] != 0 && polarity == 0) || (grant_arbiter_2 == 0 && input_buffer_for_even_packets[48] == 0 && polarity == 0)) begin
						next_state = contention_at_either_input_or_pe_arbiters_for_input_even_buffer;
						end
				else
					next_state = state;  
			end
			contention_at_either_input_or_pe_arbiters_for_input_even_buffer: begin
				if (polarity == 1) begin
						next_state = state;
						end
				else if (input_buffer_for_even_packets[48] != 0 && grant_arbiter_1 == 0 && polarity == 0 && si) begin
						input_buffer_for_even_packets[55:48] = input_buffer_for_even_packets[55:48]>>1;  
						next_state = transfer_to_even_output_buffer;
						end
				else if (input_buffer_for_even_packets[48] == 0 && grant_arbiter_2 == 1 && polarity == 0 && si) begin
						next_state = transfer_to_pe_out_even_buffer;
						end
				else
				next_state = state;
			end
			transfer_to_pe_out_even_buffer: begin
				if (input_buffer_for_odd_packets[48] != 0 && grant_arbiter_1 == 1 && polarity == 1 && si) begin
						input_buffer_for_odd_packets[55:48] = input_buffer_for_odd_packets[55:48]>>1;
						next_state = transfer_to_odd_output_buffer;
						end
				else if (input_buffer_for_odd_packets[48] == 0 && grant_arbiter_2 == 1 && polarity == 1 && si) begin  
						input_buffer_for_odd_packets[55:48] = input_buffer_for_odd_packets[55:48]>>1;
						next_state = transfer_to_pe_out_odd_buffer;
						end
				else if ((grant_arbiter_1 == 0 && input_buffer_for_odd_packets[48] != 0 && polarity == 1) || (grant_arbiter_2 == 0 && input_buffer_for_odd_packets[48] == 0 && polarity == 1)) begin
						next_state = contention_at_either_input_or_pe_arbiters_for_input_odd_buffer;
						end
				else
						next_state = state;
			end
			transfer_to_even_output_buffer: begin
				if (input_buffer_for_odd_packets[48] != 0 && grant_arbiter_1 == 1 && polarity == 1 && si) begin
						input_buffer_for_odd_packets[55:48] = input_buffer_for_odd_packets[55:48]>>1;
						next_state = transfer_to_odd_output_buffer;
						end
				else if (input_buffer_for_odd_packets[48] == 0 && grant_arbiter_2 == 1 && polarity == 1 && si) begin
						next_state = transfer_to_pe_out_odd_buffer;
						end
				else if ((grant_arbiter_1 == 0 && input_buffer_for_odd_packets[48] != 0 && polarity == 1) || (grant_arbiter_2 == 0 && input_buffer_for_odd_packets[48] == 0 && polarity == 1)) begin
						next_state = transfer_to_pe_out_odd_buffer;
						end
				else
						next_state = state;
			end
			transfer_to_odd_output_buffer: begin
				if (input_buffer_for_even_packets[48] == 0 && grant_arbiter_2 == 1 && polarity == 0 && si) begin
						next_state = transfer_to_pe_out_even_buffer;
						end
				else if (input_buffer_for_even_packets[48] != 0 && grant_arbiter_1 == 1 && polarity == 0 && si) begin
						input_buffer_for_even_packets[55:48] = input_buffer_for_even_packets[55:48]>>1;
						next_state = transfer_to_even_output_buffer;
						end
				else if ((grant_arbiter_1 == 0 && input_buffer_for_even_packets[48] != 0 && polarity == 0) || (grant_arbiter_2 == 0 && input_buffer_for_even_packets[48] == 0 && polarity == 0)) begin
						next_state = contention_at_either_input_or_pe_arbiters_for_input_even_buffer;
						end
				else
						next_state = state;
			end
			transfer_to_pe_out_odd_buffer: begin
				if(input_buffer_for_even_packets[48] != 0 && grant_arbiter_1 == 1 && polarity == 0 && si) begin
						input_buffer_for_even_packets[55:48] = input_buffer_for_even_packets[55:48]>>1;
						next_state = transfer_to_even_output_buffer;
						end
				else if(input_buffer_for_even_packets[48] == 0 && grant_arbiter_2 == 1 && polarity == 1 && si) begin
						input_buffer_for_even_packets[55:48] = input_buffer_for_even_packets[55:48]>>1;
						next_state = transfer_to_pe_out_even_buffer;
						end	
				else if ((grant_arbiter_1 == 0 && input_buffer_for_even_packets[48] != 0 && polarity == 0) || (grant_arbiter_2 == 0 && input_buffer_for_even_packets[48] == 0 && polarity == 0)) begin
						next_state = contention_at_either_input_or_pe_arbiters_for_input_even_buffer;
						end						
				else 
						next_state = state;
			end
			contention_at_either_input_or_pe_arbiters_for_input_odd_buffer: begin
				if (polarity == 0) begin
						next_state = state;
						end
				else if (input_buffer_for_odd_packets[48] != 0 && grant_arbiter_1 == 1 && polarity == 1 && si) begin
						input_buffer_for_odd_packets[55:48] = input_buffer_for_odd_packets[55:48]>>1;  
						next_state = transfer_to_odd_output_buffer;
						end
				else if (input_buffer_for_even_packets[48] == 0 && grant_arbiter_2 == 1 && polarity == 0 && si) begin
						next_state = transfer_to_pe_out_even_buffer;
						end
				else
				next_state = state;
			end
		endcase
	end	
	always @(state) begin
		case (state)
			idle: begin
					ri = 1;
					input_buffer_for_odd_packets = 0;
					input_buffer_for_even_packets = 0;					
			end
			odd_clock_injection_to_even_input_buffer: begin
					ri = 1;
					input_buffer_for_even_packets = di;
					output_1 = 0;  
					output_2 = 0;
			end
			contention_at_either_input_or_pe_arbiters_for_input_even_buffer: begin
					ri = 0;
					output_1 = 0;
					output_2 = 0;			
			end
			transfer_to_pe_out_even_buffer: begin
					ri = 1;
					output_1 = 0;
					output_2 = input_buffer_for_even_packets;
					input_buffer_for_odd_packets = di;
			end
			transfer_to_even_output_buffer: begin
					ri = 1;
					output_1 = input_buffer_for_even_packets;
					output_2 = 0;
					input_buffer_for_odd_packets = di;
			end
			transfer_to_odd_output_buffer: begin
					ri = 1;
					output_1 = input_buffer_for_odd_packets;
					output_2 = 0;
					input_buffer_for_even_packets = di;
			end
			transfer_to_pe_out_odd_buffer: begin
					ri = 1;
					output_1 = 0;
					output_2 = input_buffer_for_odd_packets;
					input_buffer_for_even_packets = di;
			end
			contention_at_either_input_or_pe_arbiters_for_input_odd_buffer: begin
					ri = 1;
					output_1 = 0;
					output_2 = 0;
			end	
		endcase
	end
endmodule
```
**flow/run.sh**
```bash
#!/bin/bash
# OpenROAD 26Q1-2900-gdf79404cd8, Yosys 0.63+post, stock flow scripts
make -C /OpenROAD-flow-scripts/flow DESIGN_CONFIG=/design/flow/config.mk WORK_HOME=/design/flow/orfs finish
```
**flow/config.mk**
```make
export PLATFORM = sky130hd
export DESIGN_NAME = input_controller
export DESIGN_NICKNAME = input_controller
export VERILOG_FILES = /design/flow/design.v
export SDC_FILE = /design/flow/constraint.sdc
export NUM_CORES = 4
export LEC_CHECK = 1
export CORE_UTILIZATION = 50
```
==> results.tsv <==
stage	metric	value	unit
timing	tightestPinTransition	851	ps
clock_tree	cts.repair.resized	0	
synth	synth-area-yosys	0.00469	mm^2
synth	synth_stat.cells	476	
synth	numSynthFlops	174	
routing	drc_errors	0	
synth	top_cell_area_share	53.7	%
critical_path	slowest_stage	clkdlybuf4s50_1	
power	total_power	616	uW
clock_tree	postCtsHoldBufs	0	
routing	vias_per_cell	4.64	
clock_tree	cts_buffers	3	
final_layout	syn_to_final_growth	21.7	%
clock_tree	clk_pin_slew	40	ps
clock_tree	root_buffer	clkbuf_8	
timing	post-route-period-util	61.2	%
clock_tree	clock_path_buffers	2	
final_layout	final_util	64.2	%
grt	grt_pass1_vias	2891	
timing	unclocked_regs	168	
routing	insertedDiodeCount	0	
floorplan	rows	34	
routing	drt_wl_total	8.96	mm
critical_path	critPathBufInv	1	
timing	drv_slew	0	
timing	final.setup.tns	0	ps
synth	synth_area	0.00469	mm^2
timing	untimed_endpoints	224	
final_layout	fillers	716	
synth	syn_inst	476	
clock_tree	h-tree-depth	1	
synth	async_flop_share	0	%
floorplan	ios	199	
grt	grt_usage	19.1	%
timing	finalSetupViolations	0	
hold_path	hp-class	register to register	
synth	common_cells	dlxtn_1 (168), buf_4 (72), a22o_1 (56), and2_1 (56), nor2b_1 (49)	
synth	synth_warnings	49	
critical_path	crit_required	2640	ps
critical_path	reg2reg_from	state[2]	
floorplan	dieWidth	98.9	um
floorplan	die_area	0.00978	mm^2
placement	gp_congestion	0.794	
routing	drtIter0Drc	157	
critical_path	worst_ep_arrival_time	1360	ps
critical_path	crit_family	buffers and inverters	
routing	post_drt_wl_per_cell	13.1	um
timing	min_period	2020	ps
run_status	status	finished clean	
grt	antenna_found_initial	0	
timing	hold_ws	509	ps
critical_path	worstPathCellList	nor3_1 -> nand2_1 -> clkdlybuf4s50_1	
routing	drt-pass1-iter-count	4	
clock_tree	tritoncts	yes	
power	leakagePower	2.59	nW
synth	ys_top_cells_by_area	dlxtn_1 (54%), buf_4 (12%), a22o_1 (10%), and2_1 (7.5%), nor2b_1 (6.5%)	
placement	hpwl	5.41	mm
run	warning_count	35	
timing	hold_violations	0	
grt	grt_pass1_wl	14.7	mm
placement	numPortBuffers	118	
timing	timing.slew.headroom	43.2	%
final_layout	finalNonFillerCells	684	
power	power.density	108	mW/mm^2
power	vdd_ir_drop_max	0.312	mV
hold_path	min_from	state[3]	
clock_tree	cts_setup_buffers	0	
routing	ant_nets	0	
synth	edf_count	0	
timing	clock.fmax	495	MHz
clock_tree	clock.latency.late_pin	220	ps
critical_path	cpPeakStageDelay	410	ps
final_layout	drive_above_1_share	2.60	%
grt	grt_start_max_net_pins	97	
synth	yosys.cell_count.top_type	dlxtn_1	
critical_path	critPathMaxFanout	22	
critical_path	critPathCaptureType	output pin	
floorplan	fp_util	52.8	%
floorplan	die_y	98.9	um
synth	ff_type	dlxtn_1	
grt	gr-total-overflow	0	
critical_path	crit_path_start	state[4]	
synth	synth_cell_types	26	
run	drv_cap	0	
placement	dp.cells	680	
critical_path	criticalPathCategory	register to output pin	
critical_path	timing.critical_path.from_type	register	
synth	largest_area_cell	dlxtn_1	
synth	synth_area_per_cell	9.86	um^2
routing	dr_total_vias	3173	
timing	skew	2.04	ps
timing	rsz0062_at_grt	no	
floorplan	core	0.00889	mm^2
per-stage QoR:
step | cell area (um^2) | worst slack [ps]
6_report | 5710 | 1280
5_1_grt | 5710 | 1170
4_1_cts | 5710 | 1260
3_5_place_dp | 5670 | 1300
3_3_place_gp | 5670 | 1290
2_1_floorplan | 4960 | 1500
report_power, final:
group	switching, mW	internal, mW	total, mW	leakage [nW]
combinational	0.121	0.114	0.234	1.23
sequential	0.0188	0.250	0.268	1.33
clock	0.0302	0.0830	0.113	0.0228
cell families (layout without fill, tap and decap cells):
kind of cell | Yosys count | after routing | synth area share (%)
AOI/OAI and AO/OA | 65 | 65 | 11.7
buffers and inverters | 103 | 132 | 14.5
DFF | 6 | 6 | 2.56
latches | 168 | 168 | 53.7
other | 1 | 72 | 0.0799
and+or+nand+nor | 133 | 133 | 17.4
final timing paths:
path / slack [ps] / to / depth (start not counted)
hold / removal: 510 / state[3] / 2
setup reg to reg: 1680 / state[4] / 4
setup / recovery: 1280 / ri / 3
hold reg to reg: 510 / state[3] / 2
per-layer routing:
layer,track usage [%],wire length [um],vias up
met4,0.574,34,0
met1,32.0,4400,1455
met5,0,0,-
li1,-,-,1598
met2,30.4,4120,116
met3,1.08,409,4
flip-flops by register name, summed over array words and instances (netlist names):
signal,flops
input_buffer_for_odd_packets,56
input_buffer_for_even_packets,56
state,6
output_2,56
area by class of cell:
| class | instances | area [um^2] | area share, % |
|---|---|---|---|
| Sequential cell | 174 | 2650 | 46.4 |
| Tap cell | 108 | 135 | 2.37 |
| Multi-Input combinational cell | 270 | 1640 | 28.7 |
| Timing Repair Buffer | 124 | 1230 | 21.5 |
| Clock buffer | 4 | 45.0 | 0.789 |
| Inverter | 4 | 15.0 | 0.263 |
cell usage in the layout, fill, tap and decap left out:
master and instances:
dlxtn_1 168, clkdlybuf4s50_1 118, conb_1 72, a22o_1 56, and2_1 56, nor2b_1 49, and2b_1 8, nand2_1 7
buf_4 6, inv_1 4, clkbuf_8 3, dfxtp_1 3, a21oi_1 2, nand4_1 2, nand3_1 2, a31oi_1 2
o21ai_0 2, nor3_1 2, nor2_1 2, dfxtp_2 2, nor2_4 1, or3_1 1, o31ai_1 1, nor3b_1 1
a2111oi_0 1, a311o_1 1, nand2_2 1, or3_2 1, clkbuf_1 1, dfxtp_4 1
tightest hold or removal path, stage by stage (launching register included):
cell and delay, ps:
dfxtp_1 340, nand2_1 60, o21ai_0 60
Power and IR drop assume default switching activity.
